--- ./config.mk ---
export PLATFORM = sky130hd
export DESIGN_NAME = xtssenflop
export DESIGN_NICKNAME = xtssenflop
export VERILOG_FILES = /design/flow/design.v
export SDC_FILE = /design/flow/constraint.sdc
export NUM_CORES = 4
export LEC_CHECK = 1
export CORE_UTILIZATION = 40
--- ./constraint.sdc ---
current_design xtssenflop

set clk_period 1.0
set clk_io_pct 0.2

create_clock -name clk0 -period $clk_period [get_ports {clk}]

set non_clock_inputs [all_inputs -no_clocks]
set_input_delay [expr $clk_period * $clk_io_pct] -clock clk0 $non_clock_inputs
set_output_delay [expr $clk_period * $clk_io_pct] -clock clk0 [all_outputs]
--- ./design.v ---
module xtdata_gate(xtout,xtin,en);
  parameter size=32;  
  output [size-1:0] xtout;
  input [size-1:0] xtin;
  input en;
  assign xtout = {size{en}} & xtin;
endmodule  
module xtdata_gate_mux(xtout,xtin,xtin_prev,en);
  parameter size=32;  
  output [size-1:0] xtout;
  input [size-1:0] xtin;
  input [size-1:0] xtin_prev;
  input en;
  assign xtout = en ? xtin : xtin_prev;
endmodule  
module xtRFenlatch(xtRFenlatchout,xtin,xten,clk);
   parameter size = 32;  
   output [size-1:0] xtRFenlatchout;
   input [size-1:0]  xtin;
   input 	     xten;
   input 	     clk;
   reg [size-1:0]    xtRFenlatchout;
 always @(clk or xten or xtin or xtRFenlatchout) begin
   if (clk)
      xtRFenlatchout <= #1 (xten) ? xtin : xtRFenlatchout;
 end
endmodule
module xtRFlatch(xtRFlatchout,xtin,clk);
   parameter size = 32;  
   output [size-1:0] xtRFlatchout;
   input [size-1:0]  xtin;
   input 	     clk;
   reg [size-1:0]    xtRFlatchout;
 always @(clk or xtin) begin
   if (clk)
      xtRFlatchout <= #1 xtin;
 end
endmodule
module xtadd(xtout, a, b);
   parameter size = 32;  
   output [size-1:0] xtout;
   input [size-1:0]  a;
   input [size-1:0]  b;
   assign xtout = a + b;
endmodule
module xtaddc(sum, carry, a, b, c);
   parameter size = 32;  
   output [size-1:0] sum;
   output            carry;
   input [size-1:0]  a;
   input [size-1:0]  b;
   input             c;
   assign {carry,sum} = a + b + c;
endmodule
module xtaddcin(xtout, a, b, c);
   parameter size = 32;  
   output [size-1:0] xtout;
   input [size-1:0]  a;
   input [size-1:0]  b;
   input             c;
   assign xtout = a + b + c;
endmodule
module xtaddcout(sum, carry, a, b);
   parameter size = 1;  
   output [size-1:0] sum;
   output            carry;
   input [size-1:0]  a;
   input [size-1:0]  b;
   assign {carry,sum} = a + b;
endmodule
module xtbooth(xtout, cin, a, b, sign, negate);
parameter size = 16;  
output [size+1:0] xtout;
output cin;
input [size-1:0] a;
input [2:0] b;
input sign, negate;
    wire ase = sign & a[size-1];
    wire [size+1:0] ax1 = {ase, ase, a};
    wire [size+1:0] ax2 = {ase, a, 1'd0};  
    wire one = b[1] ^ b[0];
    wire two = b[2] ? ~b[1] & ~b[0] : b[1] & b[0];
    wire cin = negate ? (~b[2] & (b[1] | b[0])) : (b[2] & ~(b[1] & b[0]));
    wire [size+1:0] size_one = {size+2{one}};
    wire [size+1:0] size_cin = {size+2{cin}};
    wire [size+1:0] size_two = {size+2{two}};
    assign xtout = size_cin ^ (ax1 & size_one | ax2 & size_two);
endmodule
module xtcompare(xtout, a, b);
   parameter size = 32;  
   output 	    xtout;
   input [size-1:0] a;
   input [size-1:0] b;
   assign xtout = (a == b);
endmodule  
module xtcsa (sum, carry, a, b, c);
   parameter size = 1;  
   output [size-1:0]	sum;
   output [size-1:0]	carry;
   input [size-1:0]	a;
   input [size-1:0]	b;
   input [size-1:0]	c;
   assign sum = a ^ b ^ c;
   assign carry = (a & b) | (b & c) | (c & a) ;
endmodule
module xtascflop(xtout, xtin, clrb, clk);        
   parameter size = 32;  
   output [size-1:0] xtout;
   input [size-1:0]  xtin;
   input             clrb;
   input           clk;
   reg [size-1:0]    tmp;
   assign xtout = tmp;
   always @(posedge clk or negedge clrb) begin
      if (!clrb) tmp <= #1 {size{1'b0}};
      else tmp <= #1 xtin;
   end
endmodule  
module xtaspflop(xtout, xtin, presetb, clk);        
   parameter size = 32;  
   output [size-1:0] xtout;
   input [size-1:0]  xtin;
   input             presetb;
   input           clk;
   reg [size-1:0]    tmp;
   assign xtout = tmp;
   always @(posedge clk or negedge presetb) begin
      if (!presetb) tmp <= #1 {size{1'b1}};
      else tmp <= #1 xtin;
   end
endmodule  
module xtascenflop(xtout, xtin, en, clrb, clk);        
   parameter size = 32;  
   output [size-1:0] xtout;
   input [size-1:0]  xtin;
   input           en;
   input             clrb;
   input           clk;
   reg [size-1:0]    tmp;
   assign xtout = tmp;
   always @(posedge clk or negedge clrb) begin
      if (!clrb) tmp <= #1 {size{1'b0}};
      else if (en)
      tmp <= #1 xtin;
   end
endmodule  
module xtaspenflop(xtout, xtin, en, presetb, clk);        
   parameter size = 32;  
   output [size-1:0] xtout;
   input [size-1:0]  xtin;
   input           en;
   input             presetb;
   input           clk;
   reg [size-1:0]    tmp;
   assign xtout = tmp;
   always @(posedge clk or negedge presetb) begin
      if (!presetb) tmp <=  #1 {size{1'b1}};
      else if (en)
      tmp <= #1 xtin;
   end
endmodule  
module xtassflop(xtout, xtin, setb, xtsval, clk);	 
   parameter size = 32;  
   output [size-1:0] xtout;
   input [size-1:0]  xtin;
   input [size-1:0]  xtsval;
   input             setb;
   input 	     clk;
   wire [size-1:0]    tmp_int;
   wire [size-1:0]    tmp = tmp_int ^ xtsval;
   wire [size-1:0]    xtin_int = xtin ^ xtsval;
   xtascflop #(size) acflop_i (tmp_int, xtin_int, setb, clk);
   assign xtout = tmp;
endmodule 
module xtassenflop(xtout, xtin, en, setb, xtsval, clk);	 
   parameter size = 32;  
   output [size-1:0] xtout;
   input [size-1:0]  xtin;
   input [size-1:0]  xtsval;
   input 	     en;
   input             setb;
   input 	     clk;
   wire [size-1:0]    tmp_int;
   wire [size-1:0]    tmp = tmp_int ^ xtsval;
   wire [size-1:0]    xtin_int = xtin ^ xtsval;
   xtascenflop #(size) acenflop_i (tmp_int, xtin_int, en, setb, clk);
   assign xtout = tmp;
endmodule
module xtenflop(xtout, xtin, en, clk);
   parameter size = 32;  
   output [size-1:0] xtout;
   input [size-1:0]  xtin;
   input 	     en;
   input 	     clk;
   reg [size-1:0]    tmp;
   assign xtout = tmp;
   always @(posedge clk) begin
         tmp <= #1 (en) ? xtin : tmp;
   end
endmodule
module xtnenflop(xtout, xtin, en, clk);
   parameter size = 32;  
   output [size-1:0] xtout;
   input [size-1:0]  xtin;
   input 	     en;
   input 	     clk;
   reg [size-1:0]    tmp;
   assign xtout = tmp;
   always @(negedge clk) begin
         tmp <= #1 (en) ? xtin : tmp;
   end
endmodule
module xtfa(sum, carry, a, b, c);
output sum, carry;
input a, b, c;
    assign sum = a ^ b ^ c;
    assign carry = a & b | a & c | b & c;
endmodule
module xtflop(xtout, xtin, clk);
   parameter size = 32;  
   output [size-1:0] xtout;
   input [size-1:0]  xtin;
   input 	     clk;
   reg [size-1:0]    tmp;
   assign xtout = tmp;
   always @(posedge clk) begin
         tmp <= #1 xtin;
   end
endmodule
module xtha(sum, carry, a, b);
output sum, carry;
input a, b;
    assign sum = a ^ b;
    assign carry = a & b;
endmodule
module xtinc(xtout, a);
   parameter size = 32;  
   output [size-1:0] xtout;
   input [size-1:0]  a;
   assign xtout = a + 1;
endmodule
module xtmux2e(o, d0, d1, s);
   parameter size = 32;  
   output [size-1:0] o;
   input [size-1:0]  d0;
   input [size-1:0]  d1;
   input 	     s;
   assign o = (~s) ? d0 : d1;
endmodule
module xtmux3e(o, d0, d1, d2, s);
   parameter size = 32;  
   output [size-1:0] o;
   input [size-1:0]  d0;
   input [size-1:0]  d1;
   input [size-1:0]  d2;
   input [1:0] 	     s;
   reg [size-1:0]    o;
   always @(s or d0 or d1 or d2) begin : xtmux3e
      case (s)		
	2'b00:
	  o = d0;
	2'b01:
	  o = d1;
	2'b10:
	  o = d2;
	default:
	  o = {size{1'bx}};
      endcase  
   end  
endmodule
module xtmux4e(o, d0, d1, d2, d3, s);
   parameter size = 32;  
   output [size-1:0] o;
   input [size-1:0]  d0;
   input [size-1:0]  d1;
   input [size-1:0]  d2;
   input [size-1:0]  d3;
   input [1:0]	     s;
   reg [size-1:0]    o;
   always @(s or d0 or d1 or d2 or d3) begin : xtmux4e
      case (s)	
	2'b00:
	  o = d0;
	2'b01:
	  o = d1;
	2'b10:
	  o = d2;
	2'b11:
	  o = d3;
	default:
	  o = {size{1'bx}};
      endcase  
   end  
endmodule
module xtnscflop(xtout, xtin, clrb, clk);
   parameter size = 32;  
   output [size-1:0] xtout;
   input [size-1:0]  xtin;
   input	     clrb;
   input 	     clk;
   reg [size-1:0]    tmp;
   assign xtout = tmp;
   always @(negedge clk) begin
         tmp <= #1 (!clrb) ? {size{1'b0}} : xtin;
   end  
endmodule
module xtscflop(xtout, xtin, clrb, clk);	 
   parameter size = 32;  
   output [size-1:0] xtout;
   input [size-1:0]  xtin;
   input	     clrb;
   input 	     clk;
   reg [size-1:0]    tmp;
   assign xtout = tmp;
   always @(posedge clk) begin
         tmp <= #1 (!clrb) ? {size{1'b0}} : xtin;
   end
endmodule
module xtscenflop(xtout, xtin, en, clrb, clk);	 
   parameter size = 32;  
   output [size-1:0] xtout;
   input [size-1:0]  xtin;
   input 	     en;
   input             clrb;
   input 	     clk;
   reg [size-1:0]    tmp;
   assign xtout = tmp;
   always @(posedge clk) begin
         tmp <= #1 (!clrb) ? {size{1'b0}} : (en) ? xtin : tmp;
   end
endmodule
module xtssflop(xtout, xtin, setb, xtsval, clk);	 
   parameter size = 32;  
   output [size-1:0] xtout;
   input [size-1:0]  xtin;
   input [size-1:0]  xtsval;
   input             setb;
   input 	     clk;
   wire [size-1:0]    tmp_int;
   wire [size-1:0]    tmp = tmp_int ^ xtsval;
   wire [size-1:0]    xtin_int = xtin ^ xtsval;
   xtscflop #(size) scflop_i (tmp_int, xtin_int, setb, clk);
   assign xtout = tmp;
endmodule 
module xtssenflop(xtout, xtin, en, setb, xtsval, clk);	 
   parameter size = 32;  
   output [size-1:0] xtout;
   input [size-1:0]  xtin;
   input [size-1:0]  xtsval;
   input 	     en;
   input             setb;
   input 	     clk;
   wire [size-1:0]    tmp_int;
   wire [size-1:0]    tmp = tmp_int ^ xtsval;
   wire [size-1:0]    xtin_int = xtin ^ xtsval;
   xtscenflop #(size) scenflop_i (tmp_int, xtin_int, en, setb, clk);
   assign xtout = tmp;
endmodule
module xtspflop(xtout, xtin, presetb, clk);	 
   parameter size = 32;  
   output [size-1:0] xtout;
   input [size-1:0]  xtin;
   input	     presetb;
   input 	     clk;
   reg [size-1:0]    tmp;
   assign xtout = ~tmp;
   always @(posedge clk) begin
         tmp <= #1 (!presetb) ? {size{1'b0}} : ~xtin;
   end
endmodule  
module xtspenflop(xtout, xtin, en, presetb, clk);        
   parameter size = 32;  
   output [size-1:0] xtout;
   input [size-1:0]  xtin;
   input             en;
   input             presetb;
   input             clk;
   reg [size-1:0]    tmp;
   assign xtout = ~tmp;
   always @(posedge clk) begin
      tmp <= #1 (!presetb) ? {size{1'b0}} :
                (en)       ? ~xtin :
		             tmp;
   end
endmodule  
module xtclock_gate_xor(xtout,xtin1,xtin2);
 output xtout;
 input xtin1,xtin2;
 assign xtout = (xtin1 ^ xtin2);
endmodule
module xtclock_gate_nor(xtout,xtin1,xtin2);
 output xtout;
 input xtin1,xtin2;
 assign xtout = ~(xtin1 | xtin2);
endmodule
module xtclock_gate_or(xtout,xtclk,xten);
output xtout;
input  xtclk;
input  xten;
    assign xtout = (xten | xtclk);
endmodule
module xtclock_gate_nlatch(xtout,xtin,en);
 output xtout;
 input xtin;
 input en;
 reg xtout;
 always @(en or xtin) begin
  if (~en) begin
   xtout <= #1 xtin;
  end
 end
endmodule  
module xtclock_gate_and(xtout,xtclk,xten);
   output xtout;
   input  xtclk;
   input  xten;
 assign xtout = (xten & xtclk);
endmodule  
module xtgated_clock(xtout, xten, xtclk);
output xtout;
input xten, xtclk;
    wire temp;
    xtclock_gate_nlatch i0(temp, xten, xtclk);
    xtclock_gate_and i1(xtout, xtclk, temp);
endmodule
module xtgated_tmode_clock(xtout, xtmode, xten, xtclk);
output xtout;
input xtmode, xten, xtclk;
    wire en = xtmode | xten;
    xtgated_clock i0(xtout, en, xtclk);
endmodule
module xtclock_buffer (xtclkout, xtclkin);
output xtclkout;
input xtclkin;
    assign xtclkout = xtclkin;
endmodule   
module xtreset_async(xtfreset, xtlreset, xtreset, xtclk);
output xtfreset, xtlreset;
input xtreset, xtclk;
   wire fresetb;
   xtascflop #(1) asyncreset_fresetb_reg(fresetb,1'b1,!xtreset,xtclk);
   assign xtfreset = !fresetb;
   assign xtlreset = !fresetb;
endmodule
module xtreset_tmode_async(xtfreset, xtlreset, xtmode, xtreset, xtclk);
output xtfreset, xtlreset;
input xtmode, xtreset, xtclk;
   wire fresetb;
   xtascflop #(1) asyncreset_fresetb_reg(fresetb,1'b1,!xtreset,xtclk);
   assign xtfreset = xtmode ? xtreset : !fresetb;
   assign xtlreset = !fresetb;
endmodule
module xtreset_async_full(xtfreset, xtlreset, xtreset, xtclk);
output xtfreset, xtlreset;
input xtreset, xtclk;
   wire hresetb, fresetb;
   xtascflop #(1) asyncreset_hresetb_reg(hresetb,1'b1,!xtreset,xtclk);
   xtascflop #(1) asyncreset_fresetb_reg(fresetb,hresetb,!xtreset,xtclk);
   assign xtfreset = !fresetb;
   assign xtlreset = !fresetb;
endmodule
module xtreset_tmode_async_full(xtfreset, xtlreset, xtmode, xtreset, xtclk);
output xtfreset, xtlreset;
input xtmode, xtreset, xtclk;
   wire hresetb, fresetb;
   xtascflop #(1) asyncreset_hresetb_reg(hresetb,1'b1,!xtreset,xtclk);
   xtascflop #(1) asyncreset_fresetb_reg(fresetb,hresetb,!xtreset,xtclk);
   assign xtfreset = xtmode ? xtreset : !fresetb;
   assign xtlreset = !fresetb;
endmodule
module xtcmp(xtout, a, b, s);
   parameter size = 32;  
   output [4:0] xtout;
   input [size-1:0] a, b;
   input s;
   wire eq = a == b;
   wire ule = a <= b;
   wire aneg = a[size-1];
   wire bpos = ~b[size-1];
   wire sle = (aneg & bpos) | (ule & aneg) | (ule & bpos);
   wire le = s ? sle : ule;
   wire lt = le & ~eq;
   wire gt = ~le;
   wire ge = ~lt;
   assign xtout = {lt, le, eq, ge, gt};
endmodule
--- ./run.sh ---
#!/bin/bash
# OpenROAD 26Q1-2900-gdf79404cd8, Yosys 0.63+post, stock flow scripts
make -C /OpenROAD-flow-scripts/flow DESIGN_CONFIG=/design/flow/config.mk WORK_HOME=/design/flow/orfs finish
==> qor.rpt <==
CTS
----------------------------------------------------------------------------------
Clk Latency, worst-skew pair ........................................      0.28 ns
Clock tree sinks ....................................................           32
Worst-path clk slew .................................................      0.06 ns
CTS buffer count ....................................................            5
Number of hold buffers added after cts ..............................            0
Clock tree from TritonCTS ...........................................        built
Number of H-tree levels .............................................            2
Clock root cell ..................................................... sky130_fd_sc_hd__clkbuf_8
Max Root-Sink Buffers ...............................................            2

POWER AND IR DROP
----------------------------------------------------------------------------------
Combinational power share ...........................................        24.3%
Power density cells ................................................. 1256 mW/mm^2
Portion of total power attributed to the clock network ..............        34.0%
Switching Fraction ..................................................       22.89%
Final Total Pwr .....................................................     3.508 mW
Worst-case vdd ir drop ..............................................    0.9628 mV
Sequential power share ..............................................        41.8%
Static Leak .........................................................     1.253 nW
Design internal power ...............................................     2.705 mW
P_sw ................................................................    0.8029 mW

CRITICAL PATH
----------------------------------------------------------------------------------
Number of cell instances on the worst register-to-register path .....            3
Cell at the slowest stage of the critical path ...................... sky130_fd_sc_hd__dfxtp_2
Longest individual stage delay on the worst path ....................      0.33 ns
Buf+Inv Stages, Crit Path ...........................................            1
List of cells traversed by the critical path ........................ xor2_1 -> buf_2
Slack of the worst reg-to-reg path ..................................      0.30 ns
Arrival time of data at the critical path endpoint ..................      0.88 ns
Critical path data required time ....................................      0.80 ns
Critical Path Sink Type ............................................. primary output
Worst reg2reg startpoint ............................................ scenflop_i.tmp[10]
Critical Setup Path Class ...........................................   reg -> out
Top Family by Delay on Critical Path ................................   flip-flops
Biggest fanout along the worst timing path ..........................            2
R2r endpoint ........................................................ scenflop_i.tmp[10]
Sort of element at the start of the critical path ...................     register

STA
----------------------------------------------------------------------------------
Setup TNS Final .....................................................    -1.773 ns
Worst setup skew after layout .......................................         0 ns
Tmin final ..........................................................     1.077 ns
Slew at the pin with the worst max-slew slack .......................    0.1752 ns
Hold violation count in the final report ............................            0
Setup violators final ...............................................           32
Count of final max-slew check failures ..............................            0
Setup repair after global routing missed its margin .................         true
Maximum clock frequency .............................................    928.2 MHz
Worst relative slew slack ...........................................       88.19%
Final clock period utilization by the worst path ....................       107.7%
Final critical-path setup slack .....................................  -0.07741 ns

PLACEMENT
----------------------------------------------------------------------------------
Global placer's final weighted congestion ...........................       0.7305
Post-placement setup slack ..........................................   -0.5414 ns
Detailed Place HPWL .................................................     2.749 mm
Number of I/O port buffers ..........................................           98

WORST HOLD PATH
----------------------------------------------------------------------------------
Cells on Worst Hold Path ............................................            3
Worst Hold Endpoint ................................................. scenflop_i.tmp[8]
Worst hold path startpoint ..........................................           en
Min-Delay Path Class ................................................    in -> reg

DETAILED ROUTING
----------------------------------------------------------------------------------
Number of antenna repair diodes .....................................            0
Detail Route met3 WL ................................................  308 microns
WL/cell ............................................................. 10.78 microns
Highest metal used ..................................................         met4
Routed metal-1 wirelength ...........................................     1.804 mm
DR iter-0 viols .....................................................           50
Drt first pass iters ................................................            4
DR DRC count ........................................................            0
Count of antenna-violating nets left after detailed routing .........            0
Detail-routed via count per cell ....................................        4.613
Total routed wirelength .............................................     3.762 mm
Wire length on met2 .................................................     1.589 mm
Vias ................................................................        1,610

GLOBAL ROUTING
----------------------------------------------------------------------------------
Congestion Overflow GR ..............................................            0
Total routing usage reported by global routing ......................       18.79%
Pin count of the biggest net entering global routing ................           51
Global-route wire length before repair ..............................     6.313 mm
Number of global-route vias before repair ...........................        1,517
Number of antenna violations at the first check in global routing ...            0

LAYOUT
----------------------------------------------------------------------------------
Largest registers ranked by flip-flop count ......................... scenflop_i.tmp x32
Filler cell count in the final layout ...............................          302
Largest reg by FF count ............................................. scenflop_i.tmp
Flip-flop count of the largest register, all copies and words added .           32
Area growth from synthesis to layout ................................       74.92%
Ratio of cells with drive above 1 in the final layout ...............       35.55%
Layout Utilization ..................................................       74.60%

SYNTH
----------------------------------------------------------------------------------
Seq share, synth ....................................................       40.13%
Number of synthesized register bits .................................           32
Synthesis area per yosys ............................................ 0.001597 sq mm
Distinct lib cells ..................................................            8
Mean post-synth cell area ...........................................  9.391 sq um
Cell area after synthesis ........................................... 0.001597 sq mm
Number of cell instances after yosys synthesis ......................          170
Post-Synthesis Cells ................................................          170
Yosys Warn Count ....................................................            1

DIE
----------------------------------------------------------------------------------
Core Density at Floorplan ...........................................       42.65%
Count of boundary I/O pins ..........................................           99
Die H ............................................................... 65.18 microns
Std-Cell Core Area .................................................. 0.003744 sq mm
Die extent in x ..................................................... 65.18 microns
Die area ............................................................ 0.004248 sq mm
Number of core rows .................................................           22

FLOW RUN
----------------------------------------------------------------------------------
Reported max-cap violation count ....................................            0
Tool Warnings .......................................................           28

OUTCOME
----------------------------------------------------------------------------------
Result of the run ................................................... complete, but fails checks
Violated checks ..................................................... setup timing

[power groups by stage]
stage	Clock (mW)	Sequential, mW	Combinational (mW)
4_1_cts	1.23	1.47	0.860
5_1_grt	1.30	1.48	0.942
6_report	1.19	1.47	0.851
[synthesized netlist by cell type, drive strengths merged]
cell type | n | area share (%)
a21oi | 32 | 10
dfxtp | 32 | 40
o21ai | 32 | 10
xnor2 | 32 | 18
xor2 | 32 | 18
buf | 10 | 4.7
[worst max-delay path by stage]
stage,startpoint,endpoint,cells past startpoint
4_1_cts,scenflop_i.tmp[7],xtout[7],2
5_1_grt,scenflop_i.tmp[29],xtout[29],2
6_report,scenflop_i.tmp[25],xtout[25],2
[layout by cell type, fill, tap and decap left out]
| cell | netlist | routed |
|---|---|---|
| sky130_fd_sc_hd__bufinv_16 | 0 | 1 |
| sky130_fd_sc_hd__xor2_1 | 32 | 32 |
| sky130_fd_sc_hd__clkbuf_1 | 0 | 1 |
| sky130_fd_sc_hd__dlygate4sd2_1 | 0 | 32 |
| sky130_fd_sc_hd__dfxtp_2 | 0 | 32 |
| sky130_fd_sc_hd__a21oi_1 | 32 | 32 |
| sky130_fd_sc_hd__o21ai_1 | 10 | 10 |
| sky130_fd_sc_hd__clkinv_2 | 0 | 1 |
| sky130_fd_sc_hd__buf_4 | 0 | 33 |
| sky130_fd_sc_hd__o21ai_0 | 22 | 22 |
| sky130_fd_sc_hd__clkbuf_8 | 0 | 5 |
| sky130_fd_sc_hd__buf_12 | 0 | 2 |
| sky130_fd_sc_hd__xnor2_1 | 32 | 32 |
| sky130_fd_sc_hd__buf_2 | 6 | 33 |
| sky130_fd_sc_hd__clkdlybuf4s50_1 | 0 | 33 |
[through the flow]
stage / instances / cell area (sq um) / hold slack, ns
3_5_place_dp: 340 / 2838 / 0.5068
3_3_place_gp: 340 / 2838 / 0.5006
4_1_cts: 349 / 2793 / 0.3220
2_1_floorplan: 170 / 1597 / 0.3384
5_1_grt: 349 / 2793 / 0.3464
6_report: 349 / 2793 / 0.3346
[timing repair]
action                                  CTS  global route
gates cloned                              0             0
gates resized                           160             0
pin swaps                                30             0
endpoints found under the setup margin   32            32
buffers inserted                          1             0
[per-layer routing]
layer,up-vias,track usage [%]
met5,-,0
met4,0,2.717
met3,8,3.521
met2,69,28.74
met1,700,28.91
li1,833,-
[final cells by class]
type | instances | area, sq um | area share, %
Clock buffer | 6 | 72.57 | 2.599
Clock inverter | 2 | 35.03 | 1.254
Multi-Input combinational cell | 128 | 880.8 | 31.54
Sequential cell | 32 | 680.7 | 24.37
Tap cell | 48 | 60.06 | 2.151
Timing Repair Buffer | 133 | 1064 | 38.08
[worst register-to-register path, cell delays in order (launching register included)]
cell and delay, ns:
sky130_fd_sc_hd__dfxtp_2 0.32, sky130_fd_sc_hd__buf_4 0.12, sky130_fd_sc_hd__o21ai_1 0.10, sky130_fd_sc_hd__a21oi_1 0.05
[cell families after synthesis]
family          count (synthesis)  share of synthesized area, %
compound gates                 64                         20.06
flops                          32                         40.13
buf+inv                        10                         4.702
xor+xnor                       64                         35.11
Power figures rest on the tool's default switching activity, not on a simulated workload.
